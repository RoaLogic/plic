<file path="run.sh">
#!/bin/bash
# OpenROAD 26Q1-2900-gdf79404cd8, Yosys 0.63+post, stock flow scripts
make -C /OpenROAD-flow-scripts/flow DESIGN_CONFIG=/design/flow/config.mk WORK_HOME=/design/flow/orfs finish
</file>
<file path="config.mk">
export PLATFORM = sky130hd
export DESIGN_NAME = plic_gateway
export DESIGN_NICKNAME = plic_gateway
export VERILOG_FILES = /design/flow/design.v
export SDC_FILE = /design/flow/constraint.sdc
export NUM_CORES = 4
export LEC_CHECK = 1
export CORE_AREA = 10 10 74 74
export DIE_AREA = 0 0 84 84
</file>
<file path="constraint.sdc">
current_design plic_gateway

set clk_period 2.9
set clk_io_pct 0.2

create_clock -name clk0 -period $clk_period [get_ports {clk}]

set non_clock_inputs [all_inputs -no_clocks]
set_input_delay [expr $clk_period * $clk_io_pct] -clock clk0 $non_clock_inputs
set_output_delay [expr $clk_period * $clk_io_pct] -clock clk0 [all_outputs]
</file>
<file path="design.v">
module plic_gateway #(
  parameter MAX_PENDING_COUNT = 16
)
(
  input      rst_n,     
             clk,       
  input      src,       
  input      edge_lvl,  
  output     ip,        
  input      claim,     
  input      complete   
);
  localparam SAFE_MAX_PENDING_COUNT = (MAX_PENDING_COUNT >= 0) ? MAX_PENDING_COUNT : 0;
  localparam COUNT_BITS = $clog2(SAFE_MAX_PENDING_COUNT+1);
  localparam LEVEL = 1'b0,
             EDGE  = 1'b1;
  logic                  src_dly, src_edge;
  logic [COUNT_BITS-1:0] nxt_pending_cnt, pending_cnt;
  logic                  decr_pending;
  logic [           1:0] ip_state;
  always @(posedge clk,negedge rst_n)
    if (!rst_n)
    begin
        src_dly  <= 1'b0;
        src_edge <= 1'b0;
    end
    else
    begin
        src_dly  <= src;
        src_edge <= src & ~src_dly;
    end
  always_comb
    case ({decr_pending,src_edge})
      2'b00: nxt_pending_cnt = pending_cnt;  
      2'b01: if (pending_cnt < SAFE_MAX_PENDING_COUNT)
               nxt_pending_cnt = pending_cnt +'h1;
             else
               nxt_pending_cnt = pending_cnt;
      2'b10: if (pending_cnt > 0)
               nxt_pending_cnt = pending_cnt -'h1;
             else
               nxt_pending_cnt = pending_cnt;
      2'b11: nxt_pending_cnt = pending_cnt;  
    endcase
  always @(posedge clk,negedge rst_n)
    if      (!rst_n           ) pending_cnt <= 'h0;
    else if ( edge_lvl != EDGE) pending_cnt <= 'h0;
    else                        pending_cnt <= nxt_pending_cnt;
  always @(posedge clk,negedge rst_n)
    if (!rst_n)
    begin
        ip_state     <= 2'b00;
        decr_pending <= 1'b0;
    end
    else
    begin
        decr_pending <= 1'b0;  
        case (ip_state)
          2'b00  : if ((edge_lvl == EDGE  && |nxt_pending_cnt) ||
                       (edge_lvl == LEVEL && src             ))
                   begin
                       ip_state     <= 2'b01;
                       decr_pending <= 1'b1;  
                   end
          2'b01  : if (claim   ) ip_state <= 2'b10;
          2'b10  : if (complete) ip_state <= 2'b00;
          default: ip_state <= 2'b00;
        endcase
    end
  assign ip = ip_state[0];
endmodule : plic_gateway
</file>
==> impl_metrics.ini <==
; flow metrics
[yosys]
ys_seq_share_pct = 35.7
ys_cells = 74
synth_cells = 74
ys_area_um2 = 701
async_reset_ff_share_pct = 100
top_area_share_pct = 35.7
yosysWarnings = 1
ys_ff = 10
synthTopCellsByArea = dfrtp_1 36%, ha_1 7.1%, inv_1 3.8%
synthDistinctLibCells = 36
syn_area_um2 = 701
yosysTopAreaCell = dfrtp_1
ff_type = dfrtp_1
edf_count = 0
synth.avg_cell_area_um2 = 9.47

[final_timing]
fmax_ghz = 0.473
hold_viol = 0
rsz0062_at_grt = no
final.setup_skew_ns = 0.00443
finalCritPeriodShare_pct = 72.9
slew_headroom_pct = 59.4
slew_violations = 0
setup_violations = 0
fin_crit_ns = 2.12
worst_pin_slew_ns = 0.603
fin_setup_tns_ns = 0

[clock_tree]
cts_setup_buffers = 0
cts_max_path_buffers = 2
cts_buffers = 3
cts_root_buf = clkbuf_8
clk_pin_slew_worst_paths_ns = 0.04
clock_latency_ns = 0.23
ctsResizeCount = 0
holdBufCountCts = 0
ctsHtreeMaxLevel = 1
cts_tree = yes
clock-sinks = 10

[routing]
wirelength_mm = 1.39
firstDrtPassIters = 4
vias = 548
wl_per_cell_um = 10.7
antenna_left = 0
route.detailed.drc = 0
first_iter_violations = 47
drt-vias-per-instance = 4.22
diodes = 0

[placement]
placed_cell_area_um2 = 805
gp_congestion = 0.940
io_buffers = 6
dp_hpwl_mm = 1.02

[power_and_ir_drop]
switching_share_pct = 35.7
power.static_leakage_nw = 0.337
powerDensity_mw_per_mm2 = 764
seqPwrFrac_pct = 33.6
clock_power_share_pct = 21.3
switchingPower_w = 0.000231
comb_power_share_pct = 45.1
internal-power_w = 0.000416
ir_worst_vdd_mv = 0.363

[run_status]
status = finished clean

[floorplanning]
io_pins = 7
rows = 23
coreArea_mm2 = 0.00397
die_h_um = 84
dieWidth_um = 84
initCoreUtil_pct = 17.6
die-area_mm2 = 0.00706

[critical_path]
cp-endpoint = decr_pending
start_kind = register
path_class = reg -> reg
rr_worst_depth = 7
setup.worst_path.end_class = register
worstPathRequired_ns = 3.05
crit_fanout = 11
reg2reg_to = decr_pending
worstPathArrival_ns = 2.27
cp_slowest_stage_delay_ns = 0.50
cpMaxStageDelayCell = dfrtp_1
worstPathCellList = inv_1 > ha_1 > nor4b_2 > or3b_2 > a32o_1 > and2_4 > a31oi_2
timing.rr.start = pending_cnt[0]
rrSetupSlack_ns = 0.78
critical_path.startpoint = pending_cnt[0]

[global_route]
grt_max_degree = 15
met1_usage_pct = 5.62
grt_most_used_layer = met2
met3_usage_pct = 1.18
gr-usage-met2_pct = 6.20
grt_pass1_vias = 571
overflow = 0
grt_usage_pct = 4.09
antenna_found_initial = 0
grt_pass1_wl_mm = 2.56

[layout]
fillCellCount = 437
layout-drive-gt1-share_pct = 13.8
final_cell_area_um2 = 846
syn2layout_area_growth_pct = 20.7

[job]
warnings = 27
drv_cap = 0

[hold_path]
min_from = src_dly
hp-class = reg -> reg
## critical path: cells and delay by family, from the launching register on
| kind | cells | cell delay, ns |
|---|---|---|
| buffers and inverters | 1 | 0.08 |
| and+or+nand+nor | 3 | 0.81 |
| adders and majority gates | 1 | 0.24 |
| AOI/OAI and AO/OA | 2 | 0.41 |
| DFF | 1 | 0.50 |
## per-layer routing
layer,vias up,part of all wire (%)
li1,288,-
met1,249,52
met2,8,42
met3,3,4.0
met4,0,1.5
met5,-,0
## power groups by stage
stage | sequential, W | combinational, W | clock (W)
after global routing | 0.000225 | 0.000329 | 0.000152
after CTS | 0.000217 | 0.000293 | 0.000141
final | 0.000217 | 0.000292 | 0.000138
## worst min path at each step
stage	cells after the start	endpoint	slack, ns
after CTS	1	src_edge	0.39
after global routing	1	src_edge	0.40
final	1	src_edge	0.39
## layout by cell type, fill, tap and decap left out, drive strengths merged
| master | count |
|---|---|
| a211oi | 2 |
| a21oi | 1 |
| a31oi | 1 |
| a32o | 1 |
| a41oi | 2 |
| and2 | 3 |
| and3 | 1 |
| and3b | 1 |
| clkbuf | 3 |
| clkdlybuf4s50 | 6 |
| dfrtp | 10 |
| ha | 4 |
| inv | 7 |
| mux2i | 1 |
| nand2 | 1 |
| nand2b | 2 |
| nand3 | 3 |
| nand3b | 2 |
| nand4 | 1 |
| nor2 | 6 |
| nor2b | 2 |
| nor3 | 3 |
| nor3b | 1 |
| nor4 | 1 |
| nor4b | 1 |
| nor4bb | 1 |
| o21ai | 4 |
| o221a | 1 |
| o311ai | 1 |
| o31a | 1 |
| o31ai | 1 |
| or3b | 3 |
| or4 | 2 |
## cells by family (layout without fill, tap and decap cells)
| family | Yosys count | count (layout) | share of synthesized area, % |
|---|---|---|---|
| mux | 1 | 1 | 1.43 |
| flops | 10 | 10 | 35.7 |
| compound gates | 15 | 15 | 17.7 |
| buf+inv | 10 | 16 | 6.43 |
| simple gates | 34 | 34 | 31.6 |
| fa+ha+maj | 4 | 4 | 7.14 |
## sequential cells by signal, summed over array words and instances (netlist names)
register / cells
decr_pending: 1
src_dly: 1
ip_state: 2
pending_cnt: 5
src_edge: 1
## per-stage QoR
stage	utilization (%)	std cells	total power, W	hold WS (ns)	setup WS (ns)
floorplan	-	74	0.000443	0.284	0.962
global placement	20.3	127	0.000508	0.382	0.816
detailed placement	20.3	127	0.000509	0.387	0.795
CTS	21.3	130	0.000651	0.393	0.789
global route	21.3	130	0.000705	0.403	0.618
finish	21.3	130	0.000646	0.392	0.784
## cell usage after synthesis, types with 3 or more instances
library cell	number
dfrtp_1	10
ha_1	4
inv_1	7
nand3_1	3
nor2_1	6
nor3_1	3
o21ai_0	4
## cell type report
type                    count  area [um2]  share of cell area, %
inverters                   7        26.3                   3.11
flip-flops and latches     10         250                   29.6
repair buffers              6        60.1                   7.10
multi-input cells          54         405                   47.9
clock buffers               3        41.3                   4.88
well taps                  50        62.6                   7.40
Power and IR drop assume default switching activity.
